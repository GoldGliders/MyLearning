`run.sh`:
```
#!/bin/bash
# OpenROAD 26Q1-2900-gdf79404cd8, Yosys 0.63+post, stock flow scripts
make -C /OpenROAD-flow-scripts/flow DESIGN_CONFIG=/design/flow/config.mk WORK_HOME=/design/flow/orfs finish
```
`config.mk`:
```
export PLATFORM = sky130hd
export DESIGN_NAME = MOTHERBOARD
export DESIGN_NICKNAME = MOTHERBOARD
export VERILOG_FILES = /design/flow/design.v
export SDC_FILE = /design/flow/constraint.sdc
export NUM_CORES = 4
export LEC_CHECK = 1
export CORE_AREA = 10 10 99 99
export DIE_AREA = 0 0 109 109
```
`constraint.sdc`:
```
current_design MOTHERBOARD

set clk_period 4.3
set clk_io_pct 0.2

create_clock -name clk0 -period $clk_period [get_ports {clk}]

set non_clock_inputs [all_inputs -no_clocks]
set_input_delay [expr $clk_period * $clk_io_pct] -clock clk0 $non_clock_inputs
set_output_delay [expr $clk_period * $clk_io_pct] -clock clk0 [all_outputs]
```
`design.v`:
```
module COUNTER(
    input logic clk, n_reset,
    output logic [3:0] count
);
    always @(posedge clk or negedge n_reset)begin
        if (~n_reset)begin
            count <= 4'h0;
        end else begin
            count <= count + 4'h1;
        end
    end
endmodule
module CPU(
    input logic clk,
    input logic n_reset,
    output logic [3:0] addr,
    input logic [7:0] data,
    input logic [3:0] switch,
    output logic [3:0] led
);
logic [3:0] a, next_a;
logic [3:0] b, next_b;
logic cf, next_cf;
logic [3:0] ip, next_ip;
logic [3:0] out, next_out;
always_ff @(posedge clk)begin
    if (~n_reset) begin
        a <= '0;
        b <= '0;
        cf <= '0;
        ip <= '0;
        out <= '0;
    end else begin
        a <= next_a;
        b <= next_b;
        cf <= next_cf;
        ip <= next_ip;
        out <= next_out;
    end
end
logic [3:0] opecode, imm;
assign opecode = data[7:4];
assign imm = data[3:0];
assign addr = ip;
assign led = out;
always_comb begin
    next_a = a;
    next_b = b;
    next_cf = 1'b0;
    next_ip = ip + 4'd1;
    next_out = out;
    unique case(opecode)
        4'b0000: {next_cf, next_a} = a + imm;
        4'b0101: {next_cf, next_b} = b + imm;
        4'b0011: next_a = imm;
        4'b0111: next_b = imm;
        4'b0001: next_a = b;
        4'b0100: next_b = a;
        4'b1111: next_ip = imm;
        4'b1110: next_ip = cf? ip + 4'd1: imm;
        4'b0010: next_a = switch;
        4'b0110: next_b = switch;
        4'b1001: next_out = b;
        4'b1011: next_out = imm;
        default: ;
    endcase
end
endmodule
module MOTHERBOARD(
    input logic clk,
    input logic n_reset,
    input logic [3:0] switch,
    output logic [3:0] led
);
logic [3:0] addr, count;
logic [7:0] data;
COUNTER counter(clk, n_reset, count);
CPU cpu(clk, n_reset, addr, data, switch, led);
ROM rom(addr, data);
endmodule
module ROM(
    input logic[3:0] addr,
    output logic[7:0] data
);
always_comb begin
    case (addr)
        4'b0000: data = 8'b0110_0000;
        4'b0001: data = 8'b1001_0000;
        4'b0010: data = 8'b0011_1101;
        4'b0011: data = 8'b0000_0001;
        4'b0100: data = 8'b1110_0011;
        4'b0101: data = 8'b0101_0001;
        4'b0110: data = 8'b1110_0001;
        4'b0111: data = 8'b1011_0000;
        4'b1000: data = 8'b1011_1111;
        4'b1001: data = 8'b1111_0111;
        default: data = 8'b0000_0000;
    endcase
end
endmodule
```
==> results.txt <==
run status: completed
Largest type area fraction: 29.2%
worst setup path class: input pin to flip-flop
crit path DRT: 4.46 ns
Clock Tree Buf Depth: 2
startpoint types: input pin
Die X-Extent: 109 µm
max-cap violations: 0
Hold Fails Final Rpt: 0
antenna violations before repair: 0
M1 WL: 1910 µm
layout cells sized above 1: 10.1%
Post-Layout Inst Area: 1940 µm²
largest net degree at the start of global routing: 20
diodes inserted: 0
worst hold path type: flip-flop to flip-flop
fin crit share: 56.3%
reg2reg path depth: 8
Vias: 1,324
wire length on met3: 155 µm
count of different cell masters after synthesis: 56
row count: 32
Cell area leaders: dfxtp_1 (29%), ha_1 (8.0%), mux2i_1 (4.7%), mux4_1 (4.6%), nor2_1 (3.9%)
DR pass1 iterations: 5
Top Layer Used: met4
total power: 0.00131 W
metal2 WL: 1630 µm
Arrival @ worst endpoint: 2.58 ns
Placer Congestion: 0.861
Mapped Cells: 183
full die area: 11,900 µm²
Synth area leader: dfxtp_1
Hold EP: cpu.a[2]$_SDFFE_PN0P_
die y size: 109 µm
Worst R2R End: cpu.data[6]$_DFF_P_
root buffer cell: clkbuf_8
FMAX: 413 MHz
Slew headroom: 46.4%
cell count listed in synth_stat.txt: 183
vias in the first global route: 1,327
pwr/cell area: 676 nW/µm²
antenna-violating nets left: 0
post-CTS setup buffers: 0
routed len/inst: 12.8 µm
yosys stat area: 1720 µm²
P&R area growth vs syn: 12.9%
H-tree level count: 1
io pins: 10
Worst R2R Start: cpu.data[5]$_DFF_P_
CTS Hold Bufs: 0
FP Core Util: 22.2%
Final Max Tran Viols: 0
# setup viols final: 0
tool warnings: 26
clock tree from TritonCTS: built
synthesized area: 1720 µm²
hold path cells: 2
RSZ-0062 raised after global routing: false
GRT Total Usage: 6.46%
R2R Setup Slk: 1.93 ns
clock transition at the registers of the reported paths: 0.09 ns
setup TNS: 0 ns
hpwl dp: 2750 µm
final worst path period need: 2.42 ns
clk latency late pin: 0.26 ns
maximum vdd drop: 0.316 mV
clock sinks: 25
CTS Buf Count: 3
filler instances: 820
DRT iter0 DRCs: 43
post-CTS sizing: 0
Pleak: 0.775 nW
Synth Register Bits: 25
Worst Hold Launch: cpu.a[2]$_SDFFE_PN0P_
Routed WL: 3700 µm
synthesized area per cell: 9.38 µm²
Via density: 4.57
Crit. End Element: flip-flop
Min Hold Slack: 0.491 ns
core area: 7730 µm²
Max FO, Critical Path: 12
Slew @ Worst Pin: 0.802 ns
GR Overflow Total: 0
IO buf count: 9
first-pass GRT wire length: 6440 µm
EDFF count, synth: 0
clk_skew: 0.00622 ns
drt drc: 0
main flop type: dfxtp_1
Async S/R FF share, synth: 0%
Seq share, synth: 29.2%
Synthesis Warnings: 3
Placement Cell Area: 1890 µm²
==> registers in the layout (all words and copies together) (netlist names) <==
name	flops
cpu.data	8
cpu.a	4
cpu.b	4
cpu.ip	4
cpu.out	4
cpu.cf	1
==> power by group <==
| group | switching (W) | internal (W) |
|---|---|---|
| sequential | 0.000146 | 0.000313 |
| combinational | 0.000367 | 0.000345 |
| clock | 0.0000727 | 0.0000662 |
==> layer usage <==
metal  vias to the layer above  GRT usage [%]
met4                         0          0.471
li1                        681              -
met2                        23           9.85
met1                       618           9.54
met5                         -              0
met3                         2           1.43
==> placed cells by master, fill, tap and decap left out, types with 2 or more instances in the layout <==
master,synthesis,final
a211oi_1,7,7
a21o_1,3,3
a21oi_1,12,12
a221oi_1,2,2
and2_1,2,2
clkbuf_8,0,3
clkdlybuf4s50_1,0,9
dfxtp_1,25,25
fa_1,2,2
ha_1,11,11
inv_1,10,10
mux2_2,2,2
mux2i_1,8,8
mux4_1,3,3
nand2_1,10,10
nand2b_1,4,4
nand3_1,3,3
nand3_2,2,2
nor2_1,18,18
nor2b_1,3,3
nor3_1,3,3
o211ai_1,3,3
o21a_1,2,2
o21ai_0,4,4
o21ai_1,2,2
o22ai_1,2,2
xnor2_1,2,2
xor2_1,3,3
==> Yosys cell counts, types with 2 or more instances <==
library cell  number
mux2_2             2
a211oi_1           7
nand3_2            2
clkbuf_1           4
fa_1               2
o21ai_0            4
o211ai_1           3
o22ai_1            2
nand3_1            3
ha_1              11
nand2b_1           4
dfxtp_1           25
o21ai_1            2
inv_1             10
nor3_1             3
xor2_1             3
o21a_1             2
mux2i_1            8
and2_1             2
a21o_1             3
a221oi_1           2
nor2_1            18
mux4_1             3
a21oi_1           12
nor2b_1            3
xnor2_1            2
nand2_1           10
buf_2              3
==> final cells by class <==
type / instances / area (µm²) / area share [%]
flip-flops and latches: 25 / 500 / 25.8
well taps: 102 / 128 / 6.58
repair buffers: 9 / 90.1 / 4.65
clock buffers: 4 / 45.0 / 2.32
inverters: 11 / 41.3 / 2.13
multi-input cells: 139 / 1130 / 58.5
==> worst max-delay path by stage <==
stage	slack, ns	to	from
after global routing	1.71	cpu.data[6]$_DFF_P_	cpu.data[5]$_DFF_P_
after CTS	1.90	cpu.data[6]$_DFF_P_	n_reset
final	1.88	cpu.data[6]$_DFF_P_	n_reset
==> kinds of logic (layout without fill, tap and decap cells) <==
group                    count (synthesis)  count (layout)  synth area share [%]
buffers and inverters                   19              24                  4.81
AND-OR/OR-AND                           50              50                  20.8
AND/OR/NAND/NOR                         55              55                  18.3
flip-flops                              25              25                  29.2
adder cells (fa/ha/maj)                 13              13                  10.3
XOR/XNOR                                 7               7                  5.10
multiplexers                            14              14                  11.4
==> metrics by stage <==
stage / std cells / worst slack (ns) / utilization (%)
finish: 290 / 1.88 / 25.1
global route: 290 / 1.71 / 25.1
CTS: 290 / 1.90 / 25.1
detailed placement: 286 / 1.62 / 24.5
global placement: 286 / 1.63 / 24.5
floorplan: 183 / 2.44 / -
==> worst max-delay path: stages <==
cell and delay, ns:
clkdlybuf4s50_1 0.70, nand2_1 0.14, mux2_4 0.31, inv_2 0.09, ha_1 0.16, nor2_1 0.05
a221o_1 0.28
Power is estimated from default activity; no workload was simulated.
