[flow/design.v]
module add32(a, b, out);
    input [31:0] a, b;
    output [31:0] out;
    reg [31:0] out;
    always@(a or b)
        out <= a + b;
endmodule
module alu(A, B, ALUctr, Result, Zero);
    input [31:0] A, B;
    input [2:0] ALUctr;
    output reg [31:0] Result;
    output reg Zero;
    always @(A or B or ALUctr) begin
        case (ALUctr)
            3'b000: Result = A & B;
            3'b001: Result = A | B;
            3'b010: Result = A + B;
            3'b011: Result = 0;
            3'b100: Result = 0;
            3'b101: Result = 0;
            3'b110: Result = A - B;
            3'b111: begin
                if (A < B)
                    Result = 1;
                else
                    Result = 0;
            end
            default: Result = 0;
        endcase
        if (Result == 0)
            Zero = 1;
        else
            Zero = 0;
    end
endmodule
module aluctr(ALUOp, func, ALUctr);
    input [5:0] func;
    input [1:0] ALUOp;
    output reg [2:0] ALUctr;
    always @(ALUOp or func) begin
        case (ALUOp)
            2'b00: ALUctr <= 3'b010;
            2'b01: ALUctr <= 3'b110;
            2'b10: begin
                case (func[3:0])
                    4'b0000: ALUctr <= 3'b010;  
                    4'b0001: ALUctr <= 3'b000;
                    4'b0010: ALUctr <= 3'b110;  
                    4'b0011: ALUctr <= 3'b000;
                    4'b0100: ALUctr <= 3'b000;
                    4'b0101: ALUctr <= 3'b001;  
                    4'b0110: ALUctr <= 3'b000;
                    4'b0111: ALUctr <= 3'b000;
                    4'b1000: ALUctr <= 3'b000;
                    4'b1001: ALUctr <= 3'b000;
                    4'b1010: ALUctr <= 3'b111;  
                    4'b1011: ALUctr <= 3'b000;
                    4'b1100: ALUctr <= 3'b000;
                    4'b1101: ALUctr <= 3'b000;
                    4'b1110: ALUctr <= 3'b000;
                    4'b1111: ALUctr <= 3'b000;
                    default:  ALUctr <= 3'b000;
                endcase
            end
            2'b11: ALUctr <= 3'b000;
            default: ALUctr <= 3'b000;
        endcase
    end
endmodule
module ctr(op, RegDst, Jump, Branch, MemRead, MemtoReg, ALUOp, MemWrite, ALUSrc, RegWrite);
    input [5:0] op;
    output reg [1:0] ALUOp;
    output reg RegDst, Jump, Branch, MemRead, MemtoReg, MemWrite, ALUSrc, RegWrite;
    always @(op) begin
        case (op)
			6'b000000: {RegDst, ALUSrc, MemtoReg, RegWrite, MemRead, MemWrite, Branch, ALUOp, Jump} <= 10'b1001000100;  
			6'b000001: {RegDst, ALUSrc, MemtoReg, RegWrite, MemRead, MemWrite, Branch, ALUOp, Jump} <= 10'b0000000000;
			6'b000010: {RegDst, ALUSrc, MemtoReg, RegWrite, MemRead, MemWrite, Branch, ALUOp, Jump} <= 10'b0000000001;  
			6'b000011: {RegDst, ALUSrc, MemtoReg, RegWrite, MemRead, MemWrite, Branch, ALUOp, Jump} <= 10'b0000000000;
			6'b000100: {RegDst, ALUSrc, MemtoReg, RegWrite, MemRead, MemWrite, Branch, ALUOp, Jump} <= 10'b0000001010;  
			6'b000101: {RegDst, ALUSrc, MemtoReg, RegWrite, MemRead, MemWrite, Branch, ALUOp, Jump} <= 10'b0000000000;
			6'b000110: {RegDst, ALUSrc, MemtoReg, RegWrite, MemRead, MemWrite, Branch, ALUOp, Jump} <= 10'b0000000000;
			6'b000111: {RegDst, ALUSrc, MemtoReg, RegWrite, MemRead, MemWrite, Branch, ALUOp, Jump} <= 10'b0000000000;
			6'b001000: {RegDst, ALUSrc, MemtoReg, RegWrite, MemRead, MemWrite, Branch, ALUOp, Jump} <= 10'b0000000000;
			6'b001001: {RegDst, ALUSrc, MemtoReg, RegWrite, MemRead, MemWrite, Branch, ALUOp, Jump} <= 10'b0000000000;
			6'b001010: {RegDst, ALUSrc, MemtoReg, RegWrite, MemRead, MemWrite, Branch, ALUOp, Jump} <= 10'b0000000000;
			6'b001011: {RegDst, ALUSrc, MemtoReg, RegWrite, MemRead, MemWrite, Branch, ALUOp, Jump} <= 10'b0000000000;
			6'b001100: {RegDst, ALUSrc, MemtoReg, RegWrite, MemRead, MemWrite, Branch, ALUOp, Jump} <= 10'b0000000000;
			6'b001101: {RegDst, ALUSrc, MemtoReg, RegWrite, MemRead, MemWrite, Branch, ALUOp, Jump} <= 10'b0000000000;
			6'b001110: {RegDst, ALUSrc, MemtoReg, RegWrite, MemRead, MemWrite, Branch, ALUOp, Jump} <= 10'b0000000000;
			6'b001111: {RegDst, ALUSrc, MemtoReg, RegWrite, MemRead, MemWrite, Branch, ALUOp, Jump} <= 10'b0000000000;
			6'b010000: {RegDst, ALUSrc, MemtoReg, RegWrite, MemRead, MemWrite, Branch, ALUOp, Jump} <= 10'b0000000000;
			6'b010001: {RegDst, ALUSrc, MemtoReg, RegWrite, MemRead, MemWrite, Branch, ALUOp, Jump} <= 10'b0000000000;
			6'b010010: {RegDst, ALUSrc, MemtoReg, RegWrite, MemRead, MemWrite, Branch, ALUOp, Jump} <= 10'b0000000000;
			6'b010011: {RegDst, ALUSrc, MemtoReg, RegWrite, MemRead, MemWrite, Branch, ALUOp, Jump} <= 10'b0000000000;
			6'b010100: {RegDst, ALUSrc, MemtoReg, RegWrite, MemRead, MemWrite, Branch, ALUOp, Jump} <= 10'b0000000000;
			6'b010101: {RegDst, ALUSrc, MemtoReg, RegWrite, MemRead, MemWrite, Branch, ALUOp, Jump} <= 10'b0000000000;
			6'b010110: {RegDst, ALUSrc, MemtoReg, RegWrite, MemRead, MemWrite, Branch, ALUOp, Jump} <= 10'b0000000000;
			6'b010111: {RegDst, ALUSrc, MemtoReg, RegWrite, MemRead, MemWrite, Branch, ALUOp, Jump} <= 10'b0000000000;
			6'b011000: {RegDst, ALUSrc, MemtoReg, RegWrite, MemRead, MemWrite, Branch, ALUOp, Jump} <= 10'b0000000000;
			6'b011001: {RegDst, ALUSrc, MemtoReg, RegWrite, MemRead, MemWrite, Branch, ALUOp, Jump} <= 10'b0000000000;
			6'b011010: {RegDst, ALUSrc, MemtoReg, RegWrite, MemRead, MemWrite, Branch, ALUOp, Jump} <= 10'b0000000000;
			6'b011011: {RegDst, ALUSrc, MemtoReg, RegWrite, MemRead, MemWrite, Branch, ALUOp, Jump} <= 10'b0000000000;
			6'b011100: {RegDst, ALUSrc, MemtoReg, RegWrite, MemRead, MemWrite, Branch, ALUOp, Jump} <= 10'b0000000000;
			6'b011101: {RegDst, ALUSrc, MemtoReg, RegWrite, MemRead, MemWrite, Branch, ALUOp, Jump} <= 10'b0000000000;
			6'b011110: {RegDst, ALUSrc, MemtoReg, RegWrite, MemRead, MemWrite, Branch, ALUOp, Jump} <= 10'b0000000000;
			6'b011111: {RegDst, ALUSrc, MemtoReg, RegWrite, MemRead, MemWrite, Branch, ALUOp, Jump} <= 10'b0000000000;
			6'b100000: {RegDst, ALUSrc, MemtoReg, RegWrite, MemRead, MemWrite, Branch, ALUOp, Jump} <= 10'b0000000000;
			6'b100001: {RegDst, ALUSrc, MemtoReg, RegWrite, MemRead, MemWrite, Branch, ALUOp, Jump} <= 10'b0000000000;
			6'b100010: {RegDst, ALUSrc, MemtoReg, RegWrite, MemRead, MemWrite, Branch, ALUOp, Jump} <= 10'b0000000000;
			6'b100011: {RegDst, ALUSrc, MemtoReg, RegWrite, MemRead, MemWrite, Branch, ALUOp, Jump} <= 10'b0111100000;  
			6'b100100: {RegDst, ALUSrc, MemtoReg, RegWrite, MemRead, MemWrite, Branch, ALUOp, Jump} <= 10'b0000000000;
			6'b100101: {RegDst, ALUSrc, MemtoReg, RegWrite, MemRead, MemWrite, Branch, ALUOp, Jump} <= 10'b0000000000;
			6'b100110: {RegDst, ALUSrc, MemtoReg, RegWrite, MemRead, MemWrite, Branch, ALUOp, Jump} <= 10'b0000000000;
			6'b100111: {RegDst, ALUSrc, MemtoReg, RegWrite, MemRead, MemWrite, Branch, ALUOp, Jump} <= 10'b0000000000;
			6'b101000: {RegDst, ALUSrc, MemtoReg, RegWrite, MemRead, MemWrite, Branch, ALUOp, Jump} <= 10'b0000000000;
			6'b101001: {RegDst, ALUSrc, MemtoReg, RegWrite, MemRead, MemWrite, Branch, ALUOp, Jump} <= 10'b0000000000;
			6'b101010: {RegDst, ALUSrc, MemtoReg, RegWrite, MemRead, MemWrite, Branch, ALUOp, Jump} <= 10'b0000000000;
			6'b101011: {RegDst, ALUSrc, MemtoReg, RegWrite, MemRead, MemWrite, Branch, ALUOp, Jump} <= 10'b0100010000;  
			6'b101100: {RegDst, ALUSrc, MemtoReg, RegWrite, MemRead, MemWrite, Branch, ALUOp, Jump} <= 10'b0000000000;
			6'b101101: {RegDst, ALUSrc, MemtoReg, RegWrite, MemRead, MemWrite, Branch, ALUOp, Jump} <= 10'b0000000000;
			6'b101110: {RegDst, ALUSrc, MemtoReg, RegWrite, MemRead, MemWrite, Branch, ALUOp, Jump} <= 10'b0000000000;
			6'b101111: {RegDst, ALUSrc, MemtoReg, RegWrite, MemRead, MemWrite, Branch, ALUOp, Jump} <= 10'b0000000000;
			6'b110000: {RegDst, ALUSrc, MemtoReg, RegWrite, MemRead, MemWrite, Branch, ALUOp, Jump} <= 10'b0000000000;
			6'b110001: {RegDst, ALUSrc, MemtoReg, RegWrite, MemRead, MemWrite, Branch, ALUOp, Jump} <= 10'b0000000000;
			6'b110010: {RegDst, ALUSrc, MemtoReg, RegWrite, MemRead, MemWrite, Branch, ALUOp, Jump} <= 10'b0000000000;
			6'b110011: {RegDst, ALUSrc, MemtoReg, RegWrite, MemRead, MemWrite, Branch, ALUOp, Jump} <= 10'b0000000000;
			6'b110100: {RegDst, ALUSrc, MemtoReg, RegWrite, MemRead, MemWrite, Branch, ALUOp, Jump} <= 10'b0000000000;
			6'b110101: {RegDst, ALUSrc, MemtoReg, RegWrite, MemRead, MemWrite, Branch, ALUOp, Jump} <= 10'b0000000000;
			6'b110110: {RegDst, ALUSrc, MemtoReg, RegWrite, MemRead, MemWrite, Branch, ALUOp, Jump} <= 10'b0000000000;
			6'b110111: {RegDst, ALUSrc, MemtoReg, RegWrite, MemRead, MemWrite, Branch, ALUOp, Jump} <= 10'b0000000000;
			6'b111000: {RegDst, ALUSrc, MemtoReg, RegWrite, MemRead, MemWrite, Branch, ALUOp, Jump} <= 10'b0000000000;
			6'b111001: {RegDst, ALUSrc, MemtoReg, RegWrite, MemRead, MemWrite, Branch, ALUOp, Jump} <= 10'b0000000000;
			6'b111010: {RegDst, ALUSrc, MemtoReg, RegWrite, MemRead, MemWrite, Branch, ALUOp, Jump} <= 10'b0000000000;
			6'b111011: {RegDst, ALUSrc, MemtoReg, RegWrite, MemRead, MemWrite, Branch, ALUOp, Jump} <= 10'b0000000000;
			6'b111100: {RegDst, ALUSrc, MemtoReg, RegWrite, MemRead, MemWrite, Branch, ALUOp, Jump} <= 10'b0000000000;
			6'b111101: {RegDst, ALUSrc, MemtoReg, RegWrite, MemRead, MemWrite, Branch, ALUOp, Jump} <= 10'b0000000000;
			6'b111110: {RegDst, ALUSrc, MemtoReg, RegWrite, MemRead, MemWrite, Branch, ALUOp, Jump} <= 10'b0000000000;
			6'b111111: {RegDst, ALUSrc, MemtoReg, RegWrite, MemRead, MemWrite, Branch, ALUOp, Jump} <= 10'b0000000000;
			default: {RegDst, ALUSrc, MemtoReg, RegWrite, MemRead, MemWrite, Branch, ALUOp, Jump} <= 10'b0000000000;
        endcase
    end
endmodule
module left2_28 (in, out);
    input [25:0] in;
    output [27:0] out;
    assign out = {in, 2'b00};
endmodule
module left2_32 (in, out);
    input [31:0] in;
    output [31:0] out;
    assign out = {in[29:0], 2'b00};
endmodule
module mips (clock, reset, pcout, inst, waddrout, wdout, rd1, rd2, aluop2out, 
            aluout, dmemout, ALUCtr, RegDst, Jump, Branch, MemRead, MemtoReg, 
            ALUOp, MemWrite, ALUSrc, RegWrite);
    input clock, reset;
    output [31:0] pcout, inst, wdout, rd1, rd2, aluop2out, aluout, dmemout;
    output [4:0] waddrout;
    output [2:0] ALUCtr;
    output [1:0] ALUOp;
    output RegDst, Jump, Branch, MemRead, MemtoReg, MemWrite, ALUSrc, RegWrite;
    wire [31:0] plus4out, sign32, sign32_left2, aluresult_j, baddr, nxtaddr, jaddr;
    wire [27:0] left2_28out;
    wire Zero;
    reg32a pc(.in(nxtaddr), .clock(clock), .reset(reset), .out(pcout));
    add32 add0(.a(pcout), .b(4), .out(plus4out));
    left2_28 left28_shift(.in(inst[25:0]), .out(left2_28out));
    assign jaddr = {plus4out[31:28], left2_28out};
    left2_32 left32_shift(.in(sign32), .out(sign32_left2));
    add32 add1(.a(plus4out), .b(sign32_left2), .out(aluresult_j));
    mux2_32 mux0(.a(plus4out), .b(aluresult_j), .sel(Zero & Branch), .out(baddr));
    mux2_32 mux1(.a(baddr), .b(jaddr), .sel(Jump), .out(nxtaddr));
    ctr control(.op(inst[31:26]), .RegDst(RegDst), .Jump(Jump), .Branch(Branch),
    .MemRead(MemRead), .MemtoReg(MemtoReg), .ALUOp(ALUOp), .MemWrite(MemWrite),
    .ALUSrc(ALUSrc), .RegWrite(RegWrite));
    mux2_5 mux2(.a(inst[20:16]), .b(inst[15:11]), .sel(RegDst), .out(waddrout));
    regfile32_32 register(.rdaddr1(inst[25:21]), .rdaddr2(inst[20:16]),
    .wraddr(waddrout), .wrdata(wdout), .clock(clock), .reset(reset),
    .RegWrite(RegWrite), .rddata1(rd1), .rddata2(rd2));
    sign16_32 signext(.in(inst[15:0]), .out(sign32));
    mux2_32 mux3(.a(rd2), .b(sign32), .sel(ALUSrc), .out(aluop2out));
    aluctr aluctr(.ALUOp(ALUOp), .func(inst[5:0]), .ALUctr(ALUCtr));
    alu alu(.A(rd1), .B(aluop2out), .ALUctr(ALUCtr), .Result(aluout), .Zero(Zero));
    mux2_32 mux4(.a(aluout), .b(dmemout), .sel(MemtoReg), .out(wdout));
endmodule
module mux2_32(a, b, sel, out);
	input [31:0] a,b;
	input sel;
	output [31:0] out;
	reg [31:0] out;
	always @(a or b or sel) begin
		if (sel == 1'b0) out <= a;
		else out <= b;
	end
endmodule
module mux2_5(a, b, sel, out);
	input [4:0] a,b;
	input sel;
	output [4:0] out;
	reg [4:0] out;
	always @(a or b or sel) begin
		if (sel == 1'b0) out <= a;
		else out <= b;
	end
endmodule
module reg32a(in, clock, reset, out);
    input [31:0] in;
    input clock, reset;
    output [31:0] out;
    reg [31:0] out;
    always @(posedge clock or posedge reset) begin
        if (reset == 1'b1)
            out <= 32'h00000000;
        else
            out <= in;
    end
endmodule
module regfile32_32 (rdaddr1, rdaddr2, wraddr, wrdata, clock, reset, RegWrite, rddata1, rddata2);
    input [4:0] rdaddr1, rdaddr2, wraddr;
    input [31:0] wrdata;
    input clock, reset, RegWrite;
    output [31:0] rddata1, rddata2;
    reg [31:0] register[31:0];
    assign rddata1 = register[rdaddr1], rddata2 = register[rdaddr2];
    integer i;
    always @(posedge clock or posedge reset) begin
        if (reset) begin
            for (i=0; i < 32; i=i+1)
                register[i] = 0;
        end else begin
            if (RegWrite)
                register[wraddr] <= wrdata;
        end
    end
endmodule
module sign16_32 (in, out);
    input [15:0] in;
    output [31:0] out;
    assign out = {
        in[15], in[15], in[15], in[15], in[15], in[15], in[15], in[15],
        in[15], in[15], in[15], in[15], in[15], in[15], in[15], in[15],
        in
    };
endmodule
[flow/run.sh]
#!/bin/bash
# OpenROAD 26Q1-2900-gdf79404cd8, Yosys 0.63+post, stock flow scripts
make -C /OpenROAD-flow-scripts/flow DESIGN_CONFIG=/design/flow/config.mk WORK_HOME=/design/flow/orfs finish
[flow/config.mk]
export PLATFORM = sky130hd
export DESIGN_NAME = mips
export DESIGN_NICKNAME = mips
export VERILOG_FILES = /design/flow/design.v
export SDC_FILE = /design/flow/constraint.sdc
export NUM_CORES = 4
export LEC_CHECK = 1
export CORE_AREA = 10 10 123 123
export DIE_AREA = 0 0 133 133
[flow/constraint.sdc]
current_design mips

set clk_period 6.8
set clk_io_pct 0.2

create_clock -name clk0 -period $clk_period [get_ports {clock}]

set non_clock_inputs [all_inputs -no_clocks]
set_input_delay [expr $clk_period * $clk_io_pct] -clock clk0 $non_clock_inputs
set_output_delay [expr $clk_period * $clk_io_pct] -clock clk0 [all_outputs]
==> results.py <==
# Synthesis and PnR figures
metrics = {
    "global_route": {
        "antenna_found_initial": 0,
        "grt_max_degree": 31,
        "grt_overflow": 0,
        "grt_pass1_vias": 1832,
        "grt_pass1_wl_um": 9140,
        "grt_usage_pct": 5.97,
    },
    "clock_network": {
        "cts_resized": 0,
        "hold_buffers": 0,
        "clock_latency_ps": 260,
        "cts_buffers": 5,
        "clockRootBuffer": "clkbuf_16",
        "clockBufferDepth": 2,
        "h-tree-depth": 2,
        "cts.sinks": 30,
        "cts_setup_buffers": 0,
        "cts_tree": "built",
        "clkTransAtPathRegs_ps": 50,
    },
    "floorplanning": {
        "initial_core_util_pct": 25.1,
        "dieHeight_um": 133,
        "dieArea_sq_um": 17700,
        "fp.dieW_um": 133,
        "std_cell_rows": 41,
        "ios": 276,
        "coreArea_sq_um": 12600,
    },
    "drt": {
        "ant_nets": 0,
        "drc": 0,
        "firstDrtPassIters": 4,
        "wl_met3_um": 690,
        "wl_met1_um": 2240,
        "antenna_cells": 0,
        "wl_per_cell_um": 10.9,
        "wl_met2_um": 3140,
        "wirelength_um": 6140,
        "dr_total_vias": 1547,
        "drtIter0Drc": 45,
        "vias_per_cell": 2.74,
        "routed.top_layer": "met4",
    },
    "layout": {
        "drive_above_1_share_pct": 2.80,
        "top_regs": "pc.out x30",
        "area_growth_syn_to_layout_pct": -8.27,
        "final_cell_count_no_fill": 565,
        "largest_register_ffs": 30,
        "layout.cells.most_common_list": "conb_1, clkdlybuf4s50_1, dfrtp_1",
        "regMostFlops": "pc.out",
        "lay_top_count": "conb_1",
    },
    "synth": {
        "netlist.area_leader.share_pct": 58.0,
        "synth_area_sq_um": 3160,
        "synth_flops": 30,
        "ys_types": 20,
        "yosys_warnings": 73,
        "avgSynthCellArea_sq_um": 8.85,
        "syn_inst": 357,
        "synth_area_leader_cell": "buf_4",
        "seq_area_frac_synth_pct": 23.8,
        "synth_stat.cells": 357,
        "ys_chip_area_sq_um": 3160,
        "area_leaders": "buf_4, dfrtp_1, xnor2_1",
    },
    "power": {
        "p_int_mw": 0.313,
        "clkPwrFrac_pct": 50.5,
        "seqPwrFrac_pct": 45.8,
        "power_frac_comb_pct": 3.8,
        "vdd_drop_max_mv": 0.0869,
        "p_per_area_nw_per_um2": 135,
        "switching_share_pct": 20.1,
        "power.net_switching_mw": 0.0785,
        "p_leak_nw": 1.59,
    },
    "setup_path": {
        "max_stage_delay_ps": 530,
        "worstPathArrival_ps": 1260,
        "crit-reg2reg-launch": "pc.out[2]",
        "cp_max_fo": 6,
        "worstReg2RegEnd": "pc.out[24]",
        "cp.required_ps": 5440,
        "endpoint_kind": "primary output",
        "critPathTopFamily": "buffers and inverters",
        "crit_type": "reg -> out",
        "r2r_cells": 5,
        "cp_cell_sequence": "clkdlybuf4s50_1",
        "crit_buf_inv": 1,
        "cp-start-kind": "register",
        "r2r_slack_ps": 4940,
        "slowest_stage": "clkdlybuf4s50_1",
    },
    "timing": {
        "period_minus_slack_ps": 2620,
        "fin_skew_ps": 3.47,
        "slew-limit-headroom_pct": 64.4,
        "fin_crit_sh_pct": 38.5,
        "timing_hold_violations_final": 0,
        "clock.fmax_mhz": 382,
        "tightest_slew_ps": 530,
        "rsz0062_at_grt": "no",
        "setup_viol": 0,
        "fin_ws_ps": 4180,
        "slew_violations": 0,
        "setup-tns-final_ps": 0,
    },
    "placement": {
        "port_buffers": 31,
        "place_congestion": 0.769,
        "pre_cts_slack_ps": 4460,
        "dpl.hpwl_um": 5480,
        "place_inst": 558,
    },
    "worst_hold_path": {
        "holdCritStartpoint": "pc.out[31]",
        "hp-class": "reg -> reg",
        "hold_depth": 1,
        "hold_end": "pc.out[31]",
    },
    "job": {
        "tool_warnings": 25,
        "maxCapViolCount": 0,
    },
    "status": {
        "status": "finished, final reports clean",
    },
}
==> cell type report <==
cell class / count / area, sq um
clock buffers: 7 / 133
fillers: 1383 / 9670
inverters: 2 / 7.51
multi-input cells: 322 / 1480
flip-flops and latches: 30 / 751
well taps: 172 / 215
repair buffers: 32 / 318
==> worst max-delay path by stage <==
stage	cells after the start	start	endpoint
6_report	1	pc.out[10]	pcout[10]
5_1_grt	1	pc.out[10]	pcout[10]
4_1_cts	1	pc.out[10]	pcout[10]
==> cells in the mapped netlist, drive strengths merged <==
library cell / n
and3: 2
nor2: 5
clkbuf: 1
nand3: 9
nor4: 2
nor3: 2
nand4: 13
xnor2: 22
xor2: 6
nand2: 11
or2: 1
and2: 3
and4: 1
conb: 2
ha: 1
dfrtp: 30
buf: 244
inv: 2
==> logic make-up after synthesis <==
kind of cell	count (synthesis)	share of synthesized area (%)
adder cells (fa/ha/maj)	1	0.396
other	2	0.238
buffers and inverters	247	58.3
flip-flops	30	23.8
AND/OR/NAND/NOR	49	9.54
XOR/XNOR	28	7.76
==> stage by stage <==
step	power (mW)	hold WS [ps]	instance area, sq um	util, %
6_report	0.391	473	2900	23.1
5_1_grt	0.415	519	2900	23.1
4_1_cts	0.400	473	2900	23.1
3_5_place_dp	0.200	467	2770	22.0
3_3_place_gp	0.201	460	2770	22.0
2_1_floorplan	0.284	424	4070	-
==> per-layer routing <==
layer	vias to the layer above	track usage, %
met4	0	0.917
met3	8	3.00
met5	-	0
li1	705	-
met2	132	10.7
met1	702	6.18
==> power by group through the flow <==
stage	Clock [mW]	Sequential [mW]	Combinational (mW)
after CTS	0.202	0.179	0.0187
after global routing	0.214	0.179	0.0231
final	0.197	0.179	0.0147
No activity file was given, so power comes from the tool's default toggle rates.
